--- flow/constraint.sdc ---
current_design ALU

set clk_period 2.8
set clk_io_pct 0.2

create_clock -name clk0 -period $clk_period

set non_clock_inputs [all_inputs -no_clocks]
set_input_delay [expr $clk_period * $clk_io_pct] -clock clk0 $non_clock_inputs
set_output_delay [expr $clk_period * $clk_io_pct] -clock clk0 [all_outputs]
--- flow/config.mk ---
export PLATFORM = sky130hd
export DESIGN_NAME = ALU
export DESIGN_NICKNAME = ALU
export VERILOG_FILES = /design/flow/design.v
export SDC_FILE = /design/flow/constraint.sdc
export NUM_CORES = 4
export LEC_CHECK = 1
export CORE_AREA = 10 10 70 70
export DIE_AREA = 0 0 80 80
--- flow/run.sh ---
#!/bin/bash
# OpenROAD 26Q1-2900-gdf79404cd8, Yosys 0.63+post, stock flow scripts
make -C /OpenROAD-flow-scripts/flow DESIGN_CONFIG=/design/flow/config.mk WORK_HOME=/design/flow/orfs finish
--- flow/design.v ---
module ALU (a,b,s,M,Ci_inverse,P,Q,Co_inverse,Y,AequalsB);
  input [3:0] a;
  input [3:0] b;
  input [3:0] s;
  input M,Ci_inverse;
  output P,Q,Co_inverse,AequalsB;
  output [3:0] Y;
  wire [3:0] p;
  wire [3:0] g;
  Adder_SubModuel_L left(.a(a),.b(b),.s(s),.p(p),.g(g));
  Adder_SubModule_R right(.p(p),.g(g),.M(M),.Ci_inverse(Ci_inverse),.Co_inverse(Co_inverse),.P(P),.Q(Q),.Y(Y),.AequalsB(AequalsB));
endmodule  
module Adder_SubModuel_L (a,b,s,p,g);
  input [3:0] a;
  input [3:0] b;
  input [3:0] s;
  output [3:0] p;
  output [3:0] g;
  Adder_SubModuel_L2 sm0(.a(a[0]),.b(b[0]),.s(s),.o1(p[0]),.o2(g[0]));
  Adder_SubModuel_L2 sm1(.a(a[1]),.b(b[1]),.s(s),.o1(p[1]),.o2(g[1]));
  Adder_SubModuel_L2 sm2(.a(a[2]),.b(b[2]),.s(s),.o1(p[2]),.o2(g[2]));
  Adder_SubModuel_L2 sm3(.a(a[3]),.b(b[3]),.s(s),.o1(p[3]),.o2(g[3]));
endmodule  
module Adder_SubModuel_L2 (a,b,s,o1,o2);
  input a,b;
  input [3:0] s;
  output o1,o2;
  wire b_inverse;
  wire temp1,temp2,temp3,temp4;
  assign b_inverse = ~b;
  assign temp1 = (b&s[3]&a);
  assign temp2 = (a&s[2]&b_inverse);
  assign temp3 = (b_inverse&s[1]);
  assign temp4 = (s[0]&b);
  assign o1 = ~(temp1|temp2);
  assign o2 = ~(temp3|temp4|a);
endmodule  
module Adder_SubModule_R (p,g,M,Ci_inverse,Co_inverse,P,Q,Y,AequalsB);
  input [3:0] p;
  input [3:0] g;
  input Ci_inverse,M;
  output P,Q,AequalsB,Co_inverse;
  output [3:0] Y;
  wire M_inverse;
  wire [3:0] t;
  wire temp,temp_co_inverse;
  assign M_inverse = ~M;
  assign P = ~(p[3]&p[2]&p[1]&p[0]);
  assign temp = ~(M_inverse&Ci_inverse);
  Adder_SubModule_R2 adder_submodule_r2(.Ci_inverse(Ci_inverse),.M_inverse(M_inverse),.p(p),.g(g),.o(t));
  Adder_SubModule_R1 r3(.i1(p[3]),.i2(g[3]),.i3(t[2]),.o(Y[3]));
  Adder_SubModule_R1 r2(.i1(p[2]),.i2(g[2]),.i3(t[1]),.o(Y[2]));
  Adder_SubModule_R1 r1(.i1(p[1]),.i2(g[1]),.i3(t[0]),.o(Y[1]));
  Adder_SubModule_R1 r0(.i1(p[0]),.i2(g[0]),.i3(temp),.o(Y[0]));
  assign Q = t[3];
  assign temp_co_inverse = ~(p[3]&p[2]&p[1]&p[0]&Ci_inverse);
  assign Co_inverse = (~temp_co_inverse)|(~t[3]);
  assign AequalsB = Y[2]&Y[3]&Y[1]&Y[0];
endmodule  
module Adder_SubModule_R1 (i1,i2,i3,o);
  input i1,i2,i3;
  output o;
  wire temp;
  assign temp = (i1&(~i2));
  assign o = temp^i3;
endmodule  
module Adder_SubModule_R2 (Ci_inverse,M_inverse,p,g,o);
  input Ci_inverse,M_inverse;
  input [3:0] p;
  input [3:0] g;
  output [3:0] o;
  wire w31,w32,w33;
  wire w21,w22,w23,w24;
  wire w11,w12,w13;
  wire w01,w02;
  assign w31 = g[2]&p[3];
  assign w32 = g[1]&p[3]&p[2];
  assign w33 = g[0]&p[3]&p[2]&p[1];
  assign w21 = p[2]&p[1]&p[0]&Ci_inverse&M_inverse;
  assign w22 = g[2]&M_inverse;
  assign w23 = p[2]&g[1]&M_inverse;
  assign w24 = p[2]&p[1]&g[0]&M_inverse;
  assign w11 = p[1]&p[0]&Ci_inverse&M_inverse;
  assign w12 = g[1]&M_inverse;
  assign w13 = p[1]&g[0]&M_inverse;
  assign w01 = p[0]&Ci_inverse&M_inverse;
  assign w02 = g[0]&M_inverse;
  assign o[3] = ~(g[3]|w31|w32|w33);
  assign o[2] = ~(w21|w22|w23|w24);
  assign o[1] = ~(w11|w12|w13);
  assign o[0] = ~(w01|w02);
endmodule  
==> results.ini <==
[floorplanning]
initCoreUtil=0.149
core_area_um2=3420
die_h_um=80
die_x_um=80
die_area_um2=6400
pin_count=22
num_rows=21

[yosys]
synth_chip_area_um2=508
synth_cells=67
yosysMostFrequentCell=nand2_1
synth.avg_cell_area_um2=7.58
synth_stat.cells=67
synth.distinct_cells=34
top_area_cell=mux2_2
netlist_top_cells_count=nand2_1, mux2_2
ys_seq_frac=0
synth.top_cell.area_share=0.111
syn_area_um2=508
yosys_warnings=0
ys_top_cells_by_area=mux2_2, a211oi_1, buf_4

[power_and_ir_drop]
p_total_mw=0.191
power.leakage_nw=0.500
ir_worst_vdd_v=0.0000314
cellPowerDensity_nw_per_um2=180

[timing]
min_period_over_period=0.967
relSlewSlack=0.784
worstMarginPinSlew_ns=0.324
setup_violations=0
clock.fmax_mhz=369
fin_crit_ns=2.71
final_hold_viol_count=0
rsz0062_at_grt=no
finalMaxSlewViolations=0

[route]
postRouteAntennaNets=0
drc=0
drt-initial-drc-count=74
wl_per_cell_um=11.9
diodes=0
wl_um=1980
vias_per_cell=4.37
vias=725
dr.pass1.iters=4

[global_routing]
grt_use_total=0.0602
grt_max_degree=8
grt_pass1_wl_um=3260
antenna_found_initial=0
grt_overflow=0
grt_pass1_vias=697

[setup_path]
max_stage_delay_ns=0.34
cp-start-kind=primary input
cp_slowest_cell=a222oi_1
critPathKind=in -> out
crit_chain=buf_2 > buf_6 > mux2_4 > a21o_1 > a222oi_1 > o221ai_2 > buf_4 > dlygate4sd2_1
arrival_ns=2.15
cp_max_fo=5
worstSetupEndpointType=primary output
cp.required_ns=2.24
crit_start=s[3]

[min_path]
min_from=b[3]
hold_path_class=in -> out

[placement]
dpl.hpwl_um=1610
dp_cells=160
port_buffers=22
routabilityCongestion=0.907

[layout]
nClkBuffers=0
seq_cells=0
fillCellCount=361
drive_above_1_share=0.550
areaGrowthSynthToFinish_pct=108
seqCellArea_um2=0
stdcell_count=166

[job]
warning_count=32
maxCapViolCount=0

[clock_tree]
cts_hold_buffers=0

[status]
status=finished clean

[final timing paths]
check | cells past startpoint | to | slack (ns)
worst max-delay path | 8 | Y[3] | 0.09
worst min-delay path | 5 | Q | 1.61
[per-layer routing]
metal,GRT usage,wire length (um),up-vias
li1,-,-,371
met1,0.0844,882,336
met2,0.0947,910,18
met3,0.0170,183,0
met4,0,0,0
met5,0,0,-
[stage by stage]
step	util	setup TNS [ns]	cell area (um2)	setup slack (ns)	hold WS [ns]
floorplan	-	0	508	0.478	1.21
global placement	0.284	-3.10	970	-0.545	2.27
detailed placement	0.284	-3.14	970	-0.533	2.26
CTS	0.311	0	1060	0.000915	1.77
global route	0.310	0	1060	0.00130	1.68
finish	0.310	0	1060	0.0932	1.61
[critical path, delay by kind of cell]
kind / cells / cell delay, ns
multiplexers: 1 / 0.28
AND-OR/OR-AND: 3 / 0.68
buffers and inverters: 4 / 0.62
[cells by family after synthesis]
family,Yosys count,synth area share
AND-OR/OR-AND,25,0.384
AND/OR/NAND/NOR,21,0.217
buffers and inverters,10,0.118
multiplexers,9,0.246
XOR/XNOR,2,0.0345
[repair_timing]
item / CTS / global route
setup endpoints to repair: 8 / 6
gates resized: 52 / 13
setup buffers: 7 / 0
pin swaps: 10 / 5
[final cells by class]
type               instances  area (um2)  area share
well taps                 46        57.6      0.0544
multi-input cells         57         523       0.494
inverters                  5        18.8      0.0177
repair buffers            58         459       0.434
[placed cells by master (no fill, tap or decap), types with 2 or more instances in the layout]
master          Yosys  routed
a211oi_1            4       2
a211oi_2            0       2
a21o_1              2       2
a21oi_1             2       2
a221o_1             2       2
buf_2               0       5
buf_4               4      33
buf_6               0       3
clkbuf_2            0       2
dlygate4sd2_1       0      11
dlymetal6s2s_1      0       2
inv_1               4       3
inv_2               1       2
mux2_2              5       2
mux2_4              0       3
mux4_2              1       2
nand2_1             6       5
nand3_1             3       3
nor2b_1             3       2
nor3_1              2       2
o211ai_1            2       2
o21ai_0             4       3
xor2_1              2       2
[report_power, final]
part           internal, mW  switching (mW)
combinational         0.116          0.0746
sequential                0               0
clock                     0               0
